==> design/flow/run.sh <==
#!/bin/bash
# OpenROAD 26Q1-2900-gdf79404cd8, Yosys 0.63+post, stock flow scripts
make -C /OpenROAD-flow-scripts/flow DESIGN_CONFIG=/design/flow/config.mk WORK_HOME=/design/flow/orfs finish
==> design/flow/config.mk <==
export PLATFORM = sky130hd
export DESIGN_NAME = adder
export DESIGN_NICKNAME = adder
export VERILOG_FILES = /design/flow/design.v
export SDC_FILE = /design/flow/constraint.sdc
export NUM_CORES = 4
export LEC_CHECK = 1
export CORE_AREA = 10 10 70 70
export DIE_AREA = 0 0 80 80
==> design/flow/constraint.sdc <==
current_design adder

set clk_period 5.8
set clk_io_pct 0.2

create_clock -name clk0 -period $clk_period

set non_clock_inputs [all_inputs -no_clocks]
set_input_delay [expr $clk_period * $clk_io_pct] -clock clk0 $non_clock_inputs
set_output_delay [expr $clk_period * $clk_io_pct] -clock clk0 [all_outputs]
==> design/flow/design.v <==
module adder #(parameter N = 8)
            (input logic [N-1:0] a, b,
             input logic         cin,
             output logic [N-1:0] s,
             output logic        cout,
            );
            assign {cout, s} = a + b+ cin;
endmodule
==> out/results.ini <==
[status]
status=completed

[logic_synthesis]
syn_inst=42
yosys_warnings=0
synth.avg_cell_area_um2=7.894
synth.distinct_cells=20
top_area_frac=0.2642
synth_seq_share=0
ys_cells=42
yosysTopAreaCell=ha_1
syn_area_um2=331.6
ys_chip_area_um2=331.6
area_leaders=ha_1, fa_1, a21oi_1

[worst_setup_path]
endpoint_kind=output port
path_buffers=2
slowest_stage=clkdlybuf4s50_1
crit_fanout=2
arrival_ns=3.52
cpLargestDelayFamily=buffers and inverters
critPathLaunchType=input port
path_cells=clkdlybuf4s50_1 > fa_1 > fa_1 > a21oi_1 > nor2_1 > nor2_1 > xnor2_1 > clkdlybuf4s50_1
max_stage_delay_ns=0.49
required_ns=4.64
worstSetupPathType=in -> out

[layout]
fin_area_um2=649.4
flop-count=0
area_growth_pct=95.85
stdcell_count=114
drive_gt1_frac=0.01471
regArea_um2=0
clkbuf_count=0

[floorplanning]
initCoreUtil=0.09707
io_pins=26
rows=21
die_h_um=80
core_um2=3416
die_w_um=80
dieArea_um2=6400

[drt]
final_antenna_net_count=0
routed_via_density=3.439
diodes=0
wire_per_inst_um=9.500
drt-initial-drc-count=2
drt-total-wl_um=1083
drc=0
vias=392
drt-pass1-iter-count=2

[timing]
fmax_mhz=213.9
setup_tns_ns=0
slew_viol_final=0
final_hold_viol_count=0
grt_setup_unrepaired=no
layout_worst_path_cycle_share=0.8062
tightestPinTransition_ns=0.3451
postLayoutSetupSlackWorst_ns=1.124
hold_slack_ns=3.400
max-slew-margin-rel=0.7640
min_period_ns=4.676
setup_violations=0

[grt]
grt_pass1_vias=400
grt_pass1_wl_um=1800
grt_usage=0.03354
grt_max_degree=7
antenna_found_initial=0
grt_remaining_overflow=0

[clock_network]
cts-resized-gates=0
hold_buffers=0
cts_setup_buffers=0

[placed_design]
gp_congestion=0.8053
hpwl_um=1003
dpl_cell_area_um2=649.4
pre_cts_ws_ns=1.099
io_buffers=26
placedCellCount=114

[power]
ir_drop_mv=0.03738
power.density_nw_per_um2=103.2
p_int_mw=0.04443
combPwrFrac=1.000
p_switching_mw=0.02256
power_leakage_nw=0.2575
p_clk_frac=0
swShare=0.3368
p_seq_frac=0

[flow_run]
maxCapViolations=0
warning_count=32

[hold_path]
hold_path.class=in -> out

## cell type report
| class | instances | area (um2) |
|---|---|---|
| Tap cell | 46 | 57.56 |
| Timing Repair Buffer | 26 | 260.3 |
| Fill cell | 387 | 2766 |
| Inverter | 3 | 11.26 |
| Multi-Input combinational cell | 39 | 320.3 |
## synthesized netlist by cell type
cell       number
ha_1            7
nand3_1         2
xnor2_1         2
inv_1           2
a2111oi_0       1
nor2b_1         2
nor3_1          2
nor4_1          1
mux2i_1         1
a311o_1         2
xor2_1          2
nand2_1         3
a221oi_1        1
a21oi_1         5
fa_1            2
nor2_1          2
o21ai_0         1
inv_2           1
a21o_1          2
o21bai_1        1
## cell usage in the layout, fill, tap and decap left out
| cell type | count |
|---|---|
| clkdlybuf4s50_1 | 26 |
| ha_1 | 7 |
| fa_1 | 2 |
| a21o_1 | 2 |
| a21oi_1 | 5 |
| nor2_1 | 2 |
| a2111oi_0 | 1 |
| o21ai_0 | 1 |
| mux2i_1 | 1 |
| xor2_1 | 2 |
| inv_1 | 2 |
| nand2_1 | 3 |
| nor3_1 | 2 |
| nor2b_1 | 2 |
| inv_2 | 1 |
| xnor2_1 | 2 |
| nand3_1 | 2 |
| a311o_1 | 2 |
| nor4_1 | 1 |
| a221oi_1 | 1 |
| o21bai_1 | 1 |
## kinds of logic (layout without fill, tap and decap cells)
group                    Yosys count  count (layout)  synth area share
AND-OR/OR-AND                     13              13            0.2717
XOR/XNOR                           4               4            0.1057
adder cells (fa/ha/maj)            9               9            0.3849
buffers and inverters              3              29           0.03396
multiplexers                       1               1           0.03019
AND/OR/NAND/NOR                   12              12            0.1736
## power groups by stage
stage	logic (mW)	registers, mW	clock network, mW
final	0.0670	0	0
after global routing	0.0756	0	0
after CTS	0.0687	0	0
## path summary, 6_finish.rpt
path,start,slack [ns],cells past startpoint,to
setup / recovery,a[0],1.12,8,s[6]
hold / removal,cin,3.40,3,s[0]
## metal layers
metal	global-route usage	vias up	part of all wire
met4	0	0	0
met2	0.04735	20	0.34
li1	-	213	-
met1	0.05103	159	0.54
met5	0	-	0
met3	0.01023	0	0.12
## metrics by stage
stage                     power [mW]    util
after global routing         0.07561  0.1901
after detailed placement     0.06788  0.1901
after global placement       0.06774  0.1901
after CTS                    0.06870  0.1901
final                        0.06699  0.1901
after floorplan              0.02651       -
No activity file was given, so power comes from the tool's default toggle rates.
