<file path="design.v">
module serial_send(
    input logic CLK, RST,
    input logic[7:0]DATA_IN,
    input logic WE,
    output logic DATA_OUT,
    output logic BUSY
);
parameter WAIT_DIV = 868;
localparam WAIT_LEN = $clog2(WAIT_DIV);
typedef enum {
    STATE_IDLE,
    STATE_SEND
} state_type;
state_type state, n_state;
logic [9:0]data_reg, n_data_reg;
logic[WAIT_LEN-1:0]wait_cnt, n_wait_cnt;
logic [3:0]bit_cnt, n_bit_cnt;
assign DATA_OUT = data_reg[0];
always_comb begin
    BUSY = 1'b0;
    n_state = state;
    n_wait_cnt = wait_cnt;
    n_bit_cnt = bit_cnt;
    n_data_reg = data_reg;
    if (state == STATE_IDLE)begin
        if(WE)begin
            n_state = STATE_SEND;
            n_data_reg = {1'b1,DATA_IN,1'b0};
        end
    end else if(state == STATE_SEND) begin
        BUSY = 1'b1;
        if(wait_cnt==WAIT_DIV-1)begin
            if(bit_cnt==4'd9)begin
                n_state = STATE_IDLE;
                n_wait_cnt = 0;
                n_bit_cnt = 4'd0;
            end else begin
                n_data_reg = {1'b1, data_reg[9:1]};
                n_wait_cnt = 0;
                n_bit_cnt = bit_cnt + 1'b1;
            end
        end else begin
            n_wait_cnt = wait_cnt + 1'b1;
        end
    end
end
always_ff @ (posedge CLK) begin
    if(RST)begin
        state <= STATE_IDLE;
        wait_cnt <= 0;
        bit_cnt <= 4'd0;
        data_reg <= 10'h3ff;
    end else begin
        state <= n_state;
        wait_cnt <= n_wait_cnt;
        bit_cnt <= n_bit_cnt;
        data_reg <= n_data_reg;
    end
end
endmodule
</file>
<file path="constraint.sdc">
current_design serial_send

set clk_period 2.9
set clk_io_pct 0.2

create_clock -name clk0 -period $clk_period [get_ports {CLK}]

set non_clock_inputs [all_inputs -no_clocks]
set_input_delay [expr $clk_period * $clk_io_pct] -clock clk0 $non_clock_inputs
set_output_delay [expr $clk_period * $clk_io_pct] -clock clk0 [all_outputs]
</file>
<file path="config.mk">
export PLATFORM = sky130hd
export DESIGN_NAME = serial_send
export DESIGN_NICKNAME = serial_send
export VERILOG_FILES = /design/flow/design.v
export SDC_FILE = /design/flow/constraint.sdc
export NUM_CORES = 4
export LEC_CHECK = 1
export CORE_AREA = 10 10 99 99
export DIE_AREA = 0 0 109 109
</file>
<file path="run.sh">
#!/bin/bash
# OpenROAD 26Q1-2900-gdf79404cd8, Yosys 0.63+post, stock flow scripts
make -C /OpenROAD-flow-scripts/flow DESIGN_CONFIG=/design/flow/config.mk WORK_HOME=/design/flow/orfs finish
</file>
==> impl_metrics.json <==
{
  "status": "finished clean",
  "max_stage_delay_ns": 0.76,
  "dr.pass1.iters": 4,
  "largest_reg_flops": 10,
  "io_buffers": 12,
  "drc": 0,
  "grt_pass1_wl_um": 4200,
  "syn_area_mm2": 0.00123,
  "setup_viol": 0,
  "fin_skew_ns": 0.00381,
  "whs_path_depth": 2,
  "drv_slew": 0,
  "postSynthSeqShare": 0.407,
  "drt_iter0_drc": 74,
  "max_freq_mhz": 420,
  "crit_chain": "nand2b_1 -> inv_1 -> clkdlybuf4s50_1",
  "avgViaCountPerCell": 3.79,
  "grt_pass1_vias": 880,
  "core_area_mm2": 0.00773,
  "worstRegToRegCells": 5,
  "ant_nets": 0,
  "wire_per_inst_um": 9.59,
  "grt_max_degree": 23,
  "antennaDiodeCount": 0,
  "final_core_util": 0.193,
  "finalCritPeriodShare": 0.822,
  "warnings": 25,
  "crit_family": "flip-flops",
  "synth_warnings": 1,
  "wirelength_um": 2380,
  "critPathLaunchType": "flip-flop",
  "cp.required_ns": 2.32,
  "ff2ff_setup_slack_ns": 0.67,
  "antenna_found_initial": 0,
  "fp.dieW_um": 109,
  "cp_slowest_cell": "dfxtp_1",
  "ys_chip_area_mm2": 0.00123,
  "p_int_uw": 490,
  "maxSlewHeadroom": 0.554,
  "finalSetupTns_ns": 0,
  "area_growth_pct": 21.5,
  "cp.arrival_ns": 1.80,
  "crit_buf_inv": 2,
  "worst_slew_pin_slew_ns": 0.668,
  "dr_total_vias": 941,
  "core_util_floorplan": 0.159,
  "clockRootBuffer": "clkbuf_8",
  "p_sw_uw": 146,
  "stdcell_area_mm2": 0.00149,
  "worstSkewPairLatency_ns": 0.26,
  "min_path_type": "flip-flop to flip-flop",
  "cp.depth": 3,
  "routabilityCongestion": 0.763,
  "irDropWorstVdd_v": 0.000188,
  "yosys_cells": 134,
  "layout-drive-gt1-share": 0.0822,
  "nFillCells": 836,
  "cts_tree": "done",
  "clockBufferDepth": 2,
  "placed_area_mm2": 0.00145,
  "path_clk_slew_ns": 0.09,
  "pwr-share-comb": 0.100,
  "dp_hpwl_um": 1720,
  "pin_count": 13,
  "synthCells": 134,
  "cts_resized": 0,
  "power.total_uw": 636,
  "h-tree-depth": 1,
  "flop_area_um2": 500,
  "whs_ns": 0.510,
  "cp_max_fo": 22,
  "grt_setup_unrepaired": "false",
  "fin_crit_ns": 2.38,
  "p_leak_uw": 0.000495,
  "grt.total_usage": 0.0414,
  "die_y_um": 109,
  "power_frac_seq": 0.580,
  "cts_buffers": 3,
  "dieArea_mm2": 0.0119,
  "grt-ovfl-total": 0,
  "ctsHoldBuffers": 0,
  "ys_ff": 25,
  "post-cts-setup-buffer-count": 0,
  "avgSynthCellArea_um2": 9.17,
  "worstSetupPathType": "flip-flop to output pin",
  "power.density_mw_per_mm2": 426,
  "max_cap_viol_count": 0,
  "p_clk_frac": 0.321,
  "logic_area_um2": 672,
  "clock_sinks": 25,
  "crit_path_end_kind": "output pin",
  "hold_violations": 0,
  "swShare": 0.230,
  "rows": 32,
  "yosys.cell_types.count": 38
}
[stage by stage]
step / cells / setup WS [ns]
2_1_floorplan: 134 / 0.749
3_3_place_gp: 244 / 0.701
3_5_place_dp: 244 / 0.682
4_1_cts: 248 / 0.476
5_1_grt: 248 / 0.365
6_report: 248 / 0.517
[final timing paths]
path,start,to
worst max register to register,wait_cnt[0]$_SDFFE_PP0P_,data_reg[0]$_SDFFE_PP1P_
worst max-delay path,state[0]$_DFF_P_,BUSY
worst min-delay path,data_reg[7]$_SDFFE_PP1P_,data_reg[7]$_SDFFE_PP1P_
worst min register to register,data_reg[7]$_SDFFE_PP1P_,data_reg[7]$_SDFFE_PP1P_
[tightest hold or removal path, delay by kind of cell, from the launching register on]
family        cells  cell delay (ns)
simple gates      1             0.09
flops             1             0.32
mux               1             0.06
[metal layers]
layer	share of wire	wire length (µm)	GRT usage
met1	0.52	1230	0.0605
met2	0.43	1020	0.0630
met3	0.040	96	0.00717
met4	0.015	35	0.00753
met5	0	0	0
[final cells by class]
class	instances	share of cell area
Clock buffer	3	0.0277
Clock inverter	1	0.00335
Inverter	3	0.00754
Multi-Input combinational cell	100	0.450
Sequential cell	25	0.335
Tap cell	102	0.0855
Timing Repair Buffer	14	0.0905
[layout by cell type, fill, tap and decap left out, types with 2 or more instances in the layout]
| master | instances |
|---|---|
| a211oi_1 | 7 |
| a21oi_1 | 2 |
| buf_4 | 2 |
| clkbuf_8 | 3 |
| clkdlybuf4s50_1 | 12 |
| dfxtp_1 | 25 |
| inv_1 | 3 |
| mux2i_1 | 10 |
| nand2_1 | 6 |
| nand2b_1 | 2 |
| nand3_1 | 4 |
| nand3b_1 | 2 |
| nand4_1 | 4 |
| nand4b_1 | 3 |
| nor2_1 | 21 |
| nor2b_1 | 8 |
| nor3_1 | 2 |
| nor3b_1 | 2 |
| nor4_1 | 2 |
| xnor2_1 | 5 |
| xor2_1 | 5 |
[cells by family after synthesis]
family / count (synthesis) / share of synthesized area
simple gates: 65 / 0.302
flops: 25 / 0.407
compound gates: 14 / 0.0815
xor+xnor: 10 / 0.0713
mux: 10 / 0.0815
buf+inv: 9 / 0.0458
fa+ha+maj: 1 / 0.0102
[synthesized netlist by cell type (all sizes together)]
| cell type | number | area (µm²) |
|---|---|---|
| or2 | 1 | 6.26 |
| nand2b | 2 | 12.5 |
| nand2 | 7 | 28.8 |
| a211oi | 7 | 52.6 |
| or4 | 2 | 20.0 |
| a21oi | 2 | 10.0 |
| nand3b | 2 | 15.0 |
| nor2b | 8 | 50.1 |
| nand4b | 3 | 26.3 |
| buf | 2 | 18.8 |
| xnor2 | 5 | 43.8 |
| nor3b | 2 | 15.0 |
| mux2i | 10 | 100 |
| dfxtp | 25 | 500 |
| nand3 | 4 | 20.0 |
| and3 | 2 | 17.5 |
| and4b | 1 | 10.0 |
| o21ai | 1 | 5.00 |
| nor4bb | 1 | 10.0 |
| or4b | 1 | 13.8 |
| xor2 | 5 | 43.8 |
| clkbuf | 4 | 26.3 |
| ha | 1 | 12.5 |
| nor3 | 2 | 10.0 |
| a31oi | 1 | 6.26 |
| nand4 | 4 | 25.0 |
| inv | 3 | 11.3 |
| a221o | 1 | 10.0 |
| nor2 | 21 | 78.8 |
| nor4 | 2 | 12.5 |
| a311o | 1 | 10.0 |
| o22ai | 1 | 6.26 |
[power groups by stage]
stage	sequential, µW	combinational (µW)	clock, µW
final	369	63.3	204
after global routing	371	71.3	226
after CTS	369	64.7	213
Power figures rest on the tool's default switching activity, not on a simulated workload.
