`design.v`:
```
module ram #(parameter N = 6, M = 32) (
    input logic clk,
    input logic we,
    input logic [N-1:0] addr,
    input logic [M-1:0] data_in,
    output logic [M-1:0] data_out
);
    logic [M-1:0] mem [2**N-1:0];
    always_ff @(posedge clk) begin
        if (we) mem[addr] <= data_in;
    end
    assign data_out = mem[addr];
endmodule
```
`run.sh`:
```
#!/bin/bash
# OpenROAD 26Q1-2900-gdf79404cd8, Yosys 0.63+post, stock flow scripts
make -C /OpenROAD-flow-scripts/flow DESIGN_CONFIG=/design/flow/config.mk WORK_HOME=/design/flow/orfs finish
```
`config.mk`:
```
export PLATFORM = sky130hd
export DESIGN_NAME = ram
export DESIGN_NICKNAME = ram
export VERILOG_FILES = /design/flow/design.v
export SDC_FILE = /design/flow/constraint.sdc
export NUM_CORES = 4
export LEC_CHECK = 1
export CORE_UTILIZATION = 40
```
`constraint.sdc`:
```
current_design ram

set clk_period 40.2
set clk_io_pct 0.2

create_clock -name clk0 -period $clk_period [get_ports {clk}]

set non_clock_inputs [all_inputs -no_clocks]
set_input_delay [expr $clk_period * $clk_io_pct] -clock clk0 $non_clock_inputs
set_output_delay [expr $clk_period * $clk_io_pct] -clock clk0 [all_outputs]
```
==> impl_metrics.json <==
{
  "cts.sinks": 2048,
  "ys_seq_share_pct": 78.6,
  "timing.final.ws_setup_ns": 18.86,
  "cp-endpoint": "data_out[0]",
  "ys_area_um2": 78300,
  "rows": 162,
  "via_count": 42100,
  "setup_viol": 0,
  "top_cell": "edfxtp_1",
  "power_leakage_nw": 28.2,
  "antenna_left": 0,
  "peakVddDrop_mv": 0.0462,
  "reg_top3": "mem (2048)",
  "grt_max_degree": 97,
  "timing.slew.headroom_pct": 18.7,
  "first_iter_violations": 3168,
  "slew_viol_final": 0,
  "yosys_most_used_dff": "edfxtp_1",
  "synth_adder_area_share_pct": 0,
  "cts_resized": 0,
  "routedWlPerCell_um": 31.0,
  "combinationalPowerShare_pct": 5.4,
  "post_cts_buffers": 0,
  "async_flop_share_pct": 0,
  "hold_violations": 0,
  "wl_mm": 219,
  "status": "finished clean",
  "hold_buffers": 0,
  "yosys.area_share.simple_pct": 2.83,
  "xor_share_pct": 0,
  "yosys-dominant-comb-family": "AND-OR/OR-AND gates",
  "htreeDepth": 4,
  "yosysWarningCount": 1,
  "crit_fanout": 80,
  "core_area_um2": 195000,
  "dp_slack_ns": 19.02,
  "top_cells_by_count": "2,048 x edfxtp_1, 259 x mux2i_1, 188 x a22oi_1, 175 x a221oi_1, 168 x clkbuf_1",
  "tool_warnings": 26,
  "largest_register": "mem",
  "cp.depth": 11,
  "max_stage_delay_ns": 1.06,
  "dr.pass1.iters": 6,
  "avgViaCountPerCell": 5.95,
  "grt_overflow_total": 0,
  "power_frac_seq_pct": 54.2,
  "internal_power_mw": 3.42,
  "clk_pin_slew_ns": 0.06,
  "grt_pass1_vias": 44600,
  "setup.worst_path.start": "addr[2]",
  "remaining_drc_errors": 0,
  "cts_tree": "yes",
  "grt_pass1_wl_mm": 315,
  "crit_chain": "buf_8, buf_4, buf_4, buf_12, buf_4, mux4_2, nand3_1, o311ai_0, a2111oi_0, nand4_1, clkdlybuf4s50_1",
  "critPathKind": "in2out",
  "grt_use_total_pct": 24.3,
  "power.switching_uw": 950,
  "timing.critical_path.buf_inv": 6,
  "synth_cells": 4207,
  "cp-end-kind": "output port",
  "tns_ns": 0,
  "routabilityCongestion": 0.894,
  "cts-buffers-inserted": 202,
  "yosysUniqueCellTypes": 55,
  "largest_reg_flops": 2048,
  "worst_slew_pin_slew_ns": 1.19,
  "antenna_found_initial": 5,
  "dieArea_um2": 197000,
  "die-height_um": 444,
  "dp_hpwl_mm": 122,
  "top_area_cell": "edfxtp_1",
  "ys_sh_mux_pct": 8.19,
  "drive_gt1_share_pct": 18.1,
  "clk_root_buffer_cell": "clkbuf_16",
  "cp_common_cell": "buf_4",
  "yosysTopAreaCellShare_pct": 78.6,
  "netSwitchingFraction_pct": 21.7,
  "period_minus_slack_ns": 21.34,
  "ys_ff": 2048,
  "yosysCellCount": 4207,
  "edf_count": 2048,
  "worstPathRequired_ns": 32.16,
  "hold_path.class": "in2reg",
  "cap_violations": 0,
  "io_buffers": 71,
  "worstPathArrival_ns": 13.30,
  "cts.path.max_buffers": 3,
  "die_w_um": 444,
  "area_growth_pct": 13.7,
  "grt_setup_unrepaired": "no",
  "synthAoiAreaFrac_pct": 8.73,
  "cp_top_family": "buffers and inverters",
  "initCoreUtil_pct": 40.2,
  "clkPwrFrac_pct": 40.4,
  "syn-cell-area_um2": 78300,
  "io_pins": 72,
  "critPathLaunchType": "input port",
  "finalCritPeriodShare_pct": 53.1,
  "power_density_nw_per_um2": 49.1,
  "slowest_stage": "a2111oi_0",
  "syn_area_per_cell_um2": 18.6,
  "max_freq_ghz": 0.0469,
  "area_leaders": "edfxtp_1 79%, mux2i_1 3.3%, mux4_2 2.8%"
}
[routing by layer]
| metal | wire, um | vias up | global-route usage [%] |
|---|---|---|---|
| li1 | - | 17900 | - |
| met1 | 73300 | 21000 | 29.5 |
| met2 | 99300 | 2780 | 34.5 |
| met3 | 37600 | 450 | 18.4 |
| met4 | 8440 | 24 | 7.29 |
| met5 | 759 | - | 2.91 |
[area by class of cell]
| cell class | count | area [um2] |
|---|---|---|
| fill | 16100 | 106000 |
| sequential | 2048 | 61500 |
| multi-input combinational | 1859 | 16100 |
| clock buffer | 257 | 5350 |
| tap | 2542 | 3180 |
| timing repair buffer | 264 | 2080 |
| clock inverter | 111 | 791 |
| inverter | 2 | 15.0 |
| antenna | 1 | 2.50 |
[metrics by stage]
| stage | power [mW] | hold WS, ns | cell area (um2) | util, % | instances |
|---|---|---|---|---|---|
| floorplan | 2.53 | 8.14 | 78300 | - | 4207 |
| global placement | 2.65 | 8.44 | 82800 | 42.6 | 6715 |
| detailed placement | 2.65 | 8.44 | 82800 | 42.6 | 6715 |
| CTS | 4.40 | 7.54 | 89000 | 45.7 | 7083 |
| global route | 4.49 | 7.56 | 89000 | 45.7 | 7084 |
| finish | 4.37 | 7.59 | 89000 | 45.7 | 7084 |
[cell families after synthesis]
logic type | count (synthesis)
flip-flops | 2048
AND-OR/OR-AND | 933
multiplexers | 502
AND/OR/NAND/NOR | 424
buffers and inverters | 300
[placed cells by master (no fill, tap or decap), types with 16 or more instances in the layout]
master	count
and3_1	85
buf_4	188
clkbuf_1	51
o21ai_0	84
a211oi_1	17
buf_2	32
nand3_1	53
o22ai_1	93
edfxtp_1	2048
a22oi_1	188
nor3_1	19
nor2_1	77
o22a_1	70
mux2_2	147
clkinv_2	29
clkdlybuf4s50_1	36
a222oi_1	16
clkbuf_16	206
a31oi_1	43
mux4_2	96
nor2_4	67
clkinv_1	60
mux2i_1	259
a21oi_1	121
a221oi_1	175
nand2_1	27
a22o_1	66
[worst min-delay path by stage]
stage                                   end  cells past startpoint         from  slack [ns]
after CTS             mem[28][28]$_DFFE_PP_                      1  data_in[28]        7.54
after global routing  mem[28][28]$_DFFE_PP_                      1  data_in[28]        7.56
final                 mem[28][28]$_DFFE_PP_                      1  data_in[28]        7.59
[power by group through the flow]
| stage | Sequential [mW] | Combinational [mW] | Clock, mW |
|---|---|---|---|
| after global routing | 2.37 | 0.254 | 1.87 |
| after CTS | 2.37 | 0.239 | 1.79 |
| final | 2.37 | 0.238 | 1.77 |
Power is estimated from default activity; no workload was simulated.
